===== design/flow/run.sh =====
#!/bin/bash
# OpenROAD 26Q1-2900-gdf79404cd8, Yosys 0.63+post, stock flow scripts
make -C /OpenROAD-flow-scripts/flow DESIGN_CONFIG=/design/flow/config.mk WORK_HOME=/design/flow/orfs finish

===== design/flow/config.mk =====
export PLATFORM = sky130hd
export DESIGN_NAME = Counter
export DESIGN_NICKNAME = Counter
export VERILOG_FILES = /design/flow/design.v
export SDC_FILE = /design/flow/constraint.sdc
export NUM_CORES = 4
export LEC_CHECK = 1
export CORE_AREA = 10 10 70 70
export DIE_AREA = 0 0 80 80

===== design/flow/constraint.sdc =====
current_design Counter

set clk_period 1.9
set clk_io_pct 0.2

create_clock -name clk0 -period $clk_period [get_ports {clk}]

set non_clock_inputs [all_inputs -no_clocks]
set_input_delay [expr $clk_period * $clk_io_pct] -clock clk0 $non_clock_inputs
set_output_delay [expr $clk_period * $clk_io_pct] -clock clk0 [all_outputs]

===== design/flow/design.v =====
`timescale 1ns / 1ps
module Counter #(parameter size=8)(input clk , rsc , ce , output reg [size-1:0]O);
	always @ (posedge clk) begin
			if(rsc) O<=0;
			else if(ce) O<=O+1;
	end
endmodule

==> qor.yml <==
synthesis:
  synth.distinct_cells: 15
  yosys_cells: 37
  syn-cell-area_um2: 339
  syn_inst: 37
  synth.top_cell.area_share_pct: 47.2
  ys_ff: 8
  topCellsByArea: "dfxtp_1 (47%), xor2_1 (7.7%), nor2_1 (5.5%), or3_1 (5.5%), a21oi_1 (4.4%)"
  ys_seq_share_pct: 47.2
  syn_area_per_cell_um2: 9.16
  yosys.area.top_type: "dfxtp_1"
  ys.warnings.count: 1
  yosysChipArea_um2: 339
critical_path:
  path_delay_family: "buffers and inverters"
  slowest_delay_ns: 0.52
  path_class: "reg -> out"
  crit_arrival_ns: 1.22
  crit_required_ns: 1.52
  crit_slowest_cell: "clkdlybuf4s50_1"
  critPathBufInv: 1
  end_kind: "output port"
  worstPathCellList: "clkdlybuf4s50_1"
  startpoint_type: "register"
  critPathMaxFanout: 6
power:
  p_per_area_nw_per_um2: 670
  p_leak_uw: 0.000174
  irDropWorstVdd_uv: 347
die:
  fp.coreArea_um2: 3420
  die_w_um: 80
  dieArea_um2: 6400
  fp.dieH_um: 80
  rows: 21
  design.portCount: 11
  fp_util_pct: 9.93
timing:
  rsz0062_at_grt: "no"
  max_freq_mhz: 625
  fin_crit_sh_pct: 84.3
  slew_headroom_pct: 81.6
  slew_violations: 0
  clock_skew_ns: 0.00175
  post-route-min-period_ns: 1.60
  hold_viol: 0
  worst_pin_slew_ns: 0.275
  timing.final.ws_setup_ns: 0.299
  setup_tns_ns: 0
  finalSetupViolations: 0
flow_run:
  max_cap_violations: 0
  warning_count: 25
layout:
  biggestRegsByFlops: "O (8)"
  num-fill-cells: 387
  final_cell_mix: "clkdlybuf4s50_1 (10), dfxtp_1 (8), nor2_1 (5)"
  drive_gt1_share_pct: 8.33
  lay_top_count: "clkdlybuf4s50_1"
  area_growth_pct: 49.8
  largest_reg_flops: 8
  top_register: "O"
route:
  dr_total_vias: 298
  ant_nets: 0
  drt-total-wl_um: 838
  dr.pass1.iters: 3
  via_per_inst: 3.17
  antennaDiodeCount: 0
  wl_per_cell_um: 8.91
  first_iter_violations: 1
  drc_errors: 0
placed_design:
  port_buffers: 10
  pre_cts_ws_ns: 0.133
  gp_congestion: 0.746
global_route:
  grt_max_degree: 9
  grt_overflow: 0
  grt_pass1_wl_um: 1430
  antenna_found_initial: 0
  track_usage_pct: 2.90
  first_global_vias: 311
clocking:
  path_clk_slew_ns: 0.06
  cts_hold_buffers: 0
  clock_sinks: 8
  cts_setup_buffers: 0
  clockBufferDepth: 2
  cts_resized: 0
  clock-root-buffer: "clkbuf_4"
  cts_tree: "yes"
  clk_latency_ns: 0.26
  numCtsBuffers: 3
  h-tree-depth: 1
status:
  outcome: "complete, no violations"
worst_hold_path:
  hp-class: "reg -> reg"
-- worst paths after layout --
| path | from | endpoint | slack [ns] | depth (start not counted) |
|---|---|---|---|---|
| max | O[3] | O[3] | 0.30 | 1 |
| min | O[7] | O[7] | 0.50 | 2 |
| max reg2reg | O[0] | O[6] | 0.61 | 4 |
| min reg2reg | O[7] | O[7] | 0.50 | 2 |
-- layout make-up --
type,instances,area [µm²],share of cell area [%]
flip-flops and latches,8,160,31.5
well taps,46,57.6,11.3
multi-input cells,27,168,33.0
repair buffers,10,100,19.7
clock buffers,3,22.5,4.43
-- layer usage --
| metal | global-route usage [%] | part of all wire [%] |
|---|---|---|
| met4 | 0.176 | 0 |
| met3 | 2.39 | 12 |
| met1 | 4.70 | 60 |
| met5 | 0 | 0 |
| met2 | 2.65 | 28 |
-- metrics by stage --
stage          cell area [µm²]  util, %  cells  total power, µW  hold WS [ns]
6_report                   508     14.9     94              340         0.501
5_1_grt                    508     14.9     94              359         0.546
4_1_cts                    508     14.9     94              345         0.506
3_5_place_dp               485     14.2     91              209         0.500
3_3_place_gp               485     14.2     91              208         0.478
2_1_floorplan              339        -     37              195         0.445
-- power breakdown --
group,internal [µW],leakage [µW],switching (µW)
Sequential,172,0.0000648,5.97
Combinational,16.9,0.0000951,9.55
Clock,72.6,0.0000138,62.7
Total,262,0.000174,78.2
-- logic make-up after synthesis --
group / share of synthesized area [%]
flops: 47.2
compound gates: 8.85
fa+ha+maj: 3.69
simple gates: 23.6
xor+xnor: 10.3
mux: 2.95
buf+inv: 3.32
-- synthesized netlist by cell type --
master,instances
buf_1,1
xor2_1,3
nand3_1,2
xnor2_1,1
buf_4,1
nand4_1,2
o21ai_0,3
a21oi_1,3
dfxtp_1,8
nand4_2,1
nand2_1,2
or3_1,3
ha_1,1
nor2_1,5
mux2i_1,1
Power figures rest on the tool's default switching activity, not on a simulated workload.
