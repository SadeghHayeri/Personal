--- ./design.v ---
`timescale 1ns / 1ps
module Memory #(parameter width=8, size=100, addrSize=8)
  (
   input clk,
   input write,
   input [addrSize-1:0]addr,
   input [width-1:0]wrData,
   output reg [width-1:0]rdData
  );
  reg [width-1:0] Mem [0:size-1];
  initial begin
	Mem[0] = 8'd0;
	Mem[1] = 8'd0;
	Mem[2] = 8'd0;
	Mem[3] = 8'd0;
	Mem[4] = 8'd0;
	Mem[5] = 8'd0;
	Mem[6] = 8'd0;
	Mem[7] = 8'd0;
	Mem[8] = 8'd0;
	Mem[9] = 8'd0;
	Mem[10] = 8'd0;
	Mem[11] = 8'd0;
	Mem[12] = 8'd0;
	Mem[13] = 8'd0;
	Mem[14] = 8'd0;
	Mem[15] = 8'd0;
	Mem[16] = 8'd0;
	Mem[17] = 8'd0;
	Mem[18] = 8'd0;
	Mem[19] = 8'd0;
  end
  always @(addr, write) begin
    if(write)
      Mem[addr] <= wrData;
      rdData <= Mem[addr];
  end
endmodule
--- ./run.sh ---
#!/bin/bash
# OpenROAD 26Q1-2900-gdf79404cd8, Yosys 0.63+post, stock flow scripts
make -C /OpenROAD-flow-scripts/flow DESIGN_CONFIG=/design/flow/config.mk WORK_HOME=/design/flow/orfs finish
--- ./config.mk ---
export PLATFORM = sky130hd
export DESIGN_NAME = Memory
export DESIGN_NICKNAME = Memory
export VERILOG_FILES = /design/flow/design.v
export SDC_FILE = /design/flow/constraint.sdc
export NUM_CORES = 4
export LEC_CHECK = 1
export CORE_UTILIZATION = 50
--- ./constraint.sdc ---
current_design Memory

set clk_period 23.2
set clk_io_pct 0.2

create_clock -name clk0 -period $clk_period

set non_clock_inputs [all_inputs -no_clocks]
set_input_delay [expr $clk_period * $clk_io_pct] -clock clk0 $non_clock_inputs
set_output_delay [expr $clk_period * $clk_io_pct] -clock clk0 [all_outputs]
==> run_results.csv <==
group,metric,value,unit
place,dpl.hpwl,55500,um
yosys,synth_area,18500,um2
yosys,edf_count,0,
final_timing,finalSetupViolations,0,
finish,layout-drive-gt1-share,5.78,%
route,drt-total-wl,85600,um
finish,regMostFlops,"Mem",
global_routing,antenna_found_initial,12,
finish,seqCellArea,12000,um2
clock_network,cts_setup_buffers,0,
power_and_ir_drop,power.switching,109,uW
power_and_ir_drop,p_total,233,uW
yosys,synth_flop_count,800,
floorplanning,pin_count,26,
final_timing,fin_crit,13.56,ns
final_timing,finalClockPeriodUsage,58.5,%
final_timing,rsz0062_at_grt,"false",
global_routing,grt_first_pass_wirelength,119000,um
worst_setup_path,path_cells,"clkdlybuf4s50_1 -> buf_4 -> and4b_2 -> buf_4 -> a222oi_1 -> nor2_1 -> or4_1 -> or4_1 -> o32a_1 -> clkdlybuf4s50_1",
finish,largest_register_ffs,800,
finish,largestRegisters,"Mem (800)",
yosys,synth.distinct_cells,59,
power_and_ir_drop,intPower,125,uW
finish,fin_util,52.9,%
finish,area_growth,4.40,%
worst_setup_path,cp_top_family,"simple AND/OR/NAND/NOR gates",
route,drt_iter0_drc,2011,
place,place.gp.congestion,1.06,
route,routed_via_density,7.04,
finish,fill_cells,3273,
run_status,status,"complete, no violations",
final_timing,worst_slew_pin_slew,1.04,ns
final_timing,max_slew_margin,29.5,%
floorplanning,dieHeight,194,um
floorplanning,die-area,37800,um2
final_timing,slew_violations,0,
route,dr_total_vias,16100,
yosys,netlist_instances,1888,
yosys,largest_area_cell,"dlxtn_1",
floorplanning,rows,70,
worst_setup_path,critPathMaxStageDelay,0.58,ns
worst_setup_path,critPathArrivalTime,8.92,ns
final_timing,holdWs,11.15,ns
yosys,ys.flop_type,"dlxtn_1",
final_timing,untimed_endpoints,800,
place,port-buffer-count,24,
global_routing,grt_max_degree,81,
floorplanning,coreArea,36500,um2
worst_setup_path,worstSetupPathType,"in -> out",
finish,comb_area,6010,um2
final_timing,max_freq,0.0737,GHz
yosys,top_cell_area_share,64.8,%
worst_setup_path,worst-path-max-fanout,30,
power_and_ir_drop,power.density,12.1,nW/um2
worst_setup_path,critPathBufInv,4,
route,antenna_left,0,
job,warnings,34,
final_timing,fin_setup_tns,0,ns
yosys,topCellsByArea,"dlxtn_1, a22oi_1, nand3_1",
yosys,asyncSetResetFlopFracSynth,0,%
yosys,yosys_warnings,2,
power_and_ir_drop,peakVddDrop,0.0141,mV
worst_setup_path,critPathCaptureType,"output pin",
power_and_ir_drop,p_leak,0.00831,uW
final_timing,unclocked_regs,800,
route,post_drt_wl_per_cell,37.3,um
global_routing,grt.overflow.total,0,
worst_setup_path,crit_path_start_kind,"input pin",
worst_setup_path,slowest_stage,"or4_1",
floorplanning,core_util_floorplan,50.7,%
yosys,ys_chip_area,18500,um2
worst_hold_path,worstHoldPathType,"in -> out",
job,maxCapViolCount,0,
clock_network,holdBufCountCts,0,
floorplanning,die_x,194,um
route,drc,0,
yosys,syn_area_per_cell,9.81,um2
global_routing,groute.usage.overall,48.2,%
route,firstDrtPassIters,6,
worst_setup_path,worst_ep_required_time,18.56,ns
final_timing,final_hold_viol_count,0,
yosys,yosys-stat-cells,1888,
power_and_ir_drop,p_sw_share,46.5,%
clock_network,cts.repair.resized,0,
global_routing,grt_pass1_vias,14800,
## power by group through the flow
stage / sequential, uW / combinational, uW / clock (uW)
CTS: 107 / 122 / 0
global route: 114 / 129 / 0
## routing by layer
layer	share of wire, %	global-route usage (%)	vias up
met4	6.8	24.1	10
met3	15	22.8	270
met1	36	65.8	7903
met5	0.082	0.766	-
li1	-	-	6727
met2	42	66.3	1225
## cells in the mapped netlist (4+ instances only)
cell type / n
a32oi_1: 11
mux2i_1: 10
buf_1: 26
a32o_1: 4
a221oi_1: 18
and2_1: 5
nand3_1: 217
a2111oi_0: 4
mux2_2: 9
a31oi_1: 24
o211ai_1: 4
o22ai_1: 41
nor2b_1: 11
dlxtn_1: 800
o32a_1: 6
nor3b_1: 4
a22o_1: 27
buf_2: 17
nand2_1: 114
or4_1: 8
o2111ai_1: 4
inv_1: 5
a211oi_1: 4
nand4_1: 55
nor3_1: 4
a22oi_1: 174
o21ai_0: 5
a21oi_1: 27
clkbuf_1: 114
and3_1: 8
nor4_1: 24
a222oi_1: 24
nor2_1: 31
nor4bb_1: 6
## cell usage in the layout, fill, tap and decap left out, types with 5 or more instances in the layout
| cell | Yosys | routed |
|---|---|---|
| a21oi_1 | 27 | 27 |
| a221oi_1 | 18 | 18 |
| a222oi_1 | 24 | 24 |
| a22o_1 | 27 | 27 |
| a22oi_1 | 174 | 174 |
| a31oi_1 | 24 | 24 |
| a32oi_1 | 11 | 11 |
| and2_1 | 5 | 5 |
| and3_1 | 8 | 8 |
| buf_4 | 0 | 71 |
| clkdlybuf4s50_1 | 0 | 16 |
| diode_2 | 0 | 7 |
| dlxtn_1 | 800 | 800 |
| inv_1 | 5 | 5 |
| mux2_2 | 9 | 9 |
| mux2i_1 | 10 | 10 |
| nand2_1 | 114 | 114 |
| nand3_1 | 217 | 217 |
| nand4_1 | 55 | 55 |
| nor2_1 | 31 | 31 |
| nor2b_1 | 11 | 11 |
| nor4_1 | 24 | 23 |
| nor4bb_4 | 0 | 6 |
| o21ai_0 | 5 | 5 |
| o22ai_1 | 41 | 41 |
| o32a_1 | 6 | 6 |
| or4_1 | 8 | 8 |
## logic make-up after synthesis
family | after synthesis | synth area share [%]
buffers and inverters | 164 | 3.52
AND-OR/OR-AND | 394 | 16.1
latches | 800 | 64.8
multiplexers | 20 | 1.21
AND/OR/NAND/NOR | 510 | 14.3
## path summary, 6_finish.rpt
kind	endpoint	start	cells after the start
min	rdData[7]	addr[5]	7
max	rdData[5]	addr[1]	10
## metrics by stage
stage | instance area [um2] | std cells | setup slack [ns]
5_1_grt | 19300 | 2284 | 9.56
4_1_cts | 19300 | 2284 | 9.68
6_report | 19300 | 2291 | 9.64
3_3_place_gp | 19300 | 2284 | 9.71
2_1_floorplan | 18500 | 1888 | 11.77
3_5_place_dp | 19300 | 2284 | 9.70
## final cells by class
type                    count  area share, %
flip-flops and latches    800           62.1
multi-input cells         924           31.1
repair buffers             87           3.59
well taps                 468           3.03
inverters                   5         0.0971
diodes                      7         0.0906
Power and IR drop assume default switching activity.
