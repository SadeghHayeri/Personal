<file path="flow/constraint.sdc">
current_design Register

set clk_period 1.0
set clk_io_pct 0.2

create_clock -name clk0 -period $clk_period [get_ports {clk}]

set non_clock_inputs [all_inputs -no_clocks]
set_input_delay [expr $clk_period * $clk_io_pct] -clock clk0 $non_clock_inputs
set_output_delay [expr $clk_period * $clk_io_pct] -clock clk0 [all_outputs]
</file>
<file path="flow/run.sh">
#!/bin/bash
# OpenROAD 26Q1-2900-gdf79404cd8, Yosys 0.63+post, stock flow scripts
make -C /OpenROAD-flow-scripts/flow DESIGN_CONFIG=/design/flow/config.mk WORK_HOME=/design/flow/orfs finish
</file>
<file path="flow/design.v">
`timescale 1ns / 1ps
module Register #(parameter size=8) (input clk, ld, rst, input [size-1:0]data, output reg [size-1:0]O);
  always @(posedge clk, posedge rst) begin
    if(rst)
	  O <= {(size){1'b0}};
	else if(ld)
      O <= data;
  end
endmodule
</file>
<file path="flow/config.mk">
export PLATFORM = sky130hd
export DESIGN_NAME = Register
export DESIGN_NICKNAME = Register
export VERILOG_FILES = /design/flow/design.v
export SDC_FILE = /design/flow/constraint.sdc
export NUM_CORES = 4
export LEC_CHECK = 1
export CORE_AREA = 10 10 70 70
export DIE_AREA = 0 0 80 80
</file>
==> Slide: Implementation Results <==
Physical Implementation Snapshot

Place
  • RePlAce Congestion: 0.686
  • Total placed cells including tap cells: 85
  • Number of port buffers: 18
  • Pre-CTS worst setup slack: -323 ps
  • Estimated wirelength of the detail-placed design: 748 µm
  • Instance area after placement: 604 µm²

Run
  • Number of logged tool warnings: 25
  • Max-Cap Viols: 0

Global route
  • Largest net degree at the start of global routing: 9
  • Overall overflow remaining after global route: 0
  • Number of global-route vias before repair: 262
  • Total global-route track usage: 2.82%
  • Global-route wire length before repair: 1390 µm
  • Number of antenna violations at the first check in global routing: 0

Synth
  • Yosys cell count: 18
  • Mapped Avg Cell Area: 18.6 µm²
  • Instance count of the mapped netlist: 18
  • Number of distinct library cell variants in the gate-level netlist after synthesis: 4
  • Seq/Total Area, Yosys: 59.7%
  • Synthesis area per yosys: 335 µm²
  • Number of warning messages in the yosys log: 1
  • Netlist Area Pre-Place: 335 µm²
  • Post-synth regs: 8

Die
  • Die outline height: 80 µm
  • Die Footprint: 0.00640 mm²
  • Chip width: 80 µm
  • Core region area: 0.00342 mm²
  • Core utilization before placement: 9.82%
  • Number of top-level pins: 19
  • Placement row count: 21

Critical path
  • Most frequent CP cell: sky130_fd_sc_hd__buf_4
  • Reg-to-reg critical path startpoint: O[5]
  • WP buf/inv: 2
  • Crit-path max FO: 2
  • Number of cell instances on the worst register-to-register path: 3
  • Family with the most delay on the worst path: flip-flops
  • Signal arrival time at the worst endpoint: 1110 ps
  • Type of element capturing the critical path: flip-flop
  • Critical path class: reg2reg
  • Minimum setup slack among reg-to-reg paths: 20 ps
  • CP Cell Sequence: buf_4 > buf_4 > mux2_4
  • Worst flop-to-flop path endpoint: O[5]
  • Highest cell delay on the worst timing path: 370 ps
  • Endpoint of the worst setup timing path: O[5]
  • Data required, critical path: 1130 ps
  • Levels on crit path: 3
  • Crit path launch: O[5]
  • Slowest cell on crit path: sky130_fd_sc_hd__dfrtp_1
  • CP startpoint kind: flip-flop

Status
  • Run status: finished, final reports clean

CTS
  • Clock-pin transition on the worst setup and hold timing paths: 60 ps
  • Inserted Clock Buffers: 3
  • Skew-Pair Late Insertion Delay: 250 ps
  • Number of levels the H-tree was split into: 1
  • Total of hold buffers inserted after clock tree synthesis: 0
  • Clock root buffer: sky130_fd_sc_hd__clkbuf_4
  • Clock tree buffer depth: 2
  • CTS tree: yes
  • Number of clock sinks seen by CTS: 8

Final timing
  • Highest Clock Rate: 1020 MHz
  • Worst Clk Skew: 0 ps
  • Final worst-path setup slack: 19.4 ps
  • Count of endpoints failing hold in the final timing report: 0
  • Setup repair after global routing missed its margin: false
  • Setup-failing EPs final: 0
  • Max-slew headroom: 76.9%
  • Min Clock Period, post-route: 981 ps
  • Setup_tns: 0 ps
  • Slew at the pin closest to its max-slew limit: 347 ps
  • Worst hold margin: 213 ps
  • Pins over their slew limit: 0
  • Post-route clock period utilization: 98.1%

Power and ir drop
  • PD cells: 1310 mW/mm²
  • Overall power: 786 µW
  • Worst vdd rail ir drop: 337 µV
  • Leakage power: 0.284 nW

Routing
  • Post-detailed-route wirelength per cell: 10.3 µm
  • Initial DRC Count: 0
  • Number of detailed-route iterations in the first pass: 1
  • Vias per Instance: 2.64
  • Antenna Violating Nets Remaining: 0
  • Wire length reported by the detailed router: 927 µm
  • Total antenna diodes in the routed design: 0
  • Via count: 238
  • Post-detailed-route DRC marker count: 0

Hold path
  • Class of the tightest hold or removal check: in2async

Cells and area
  • Flip-flop count of the largest register, all copies and words added: 8
  • Final core occ: 17.6%
  • Leading registers by flop count: O x8
  • Proportion of layout cells with a drive suffix above 1: 56.8%
  • Number of standard cells in the layout, taps in and fillers out: 90
  • Growth of design area from synthesis to finish: 79.1%
  • Design Area, Final: 601 µm²
  • Register bank with the most flops: O
[cell usage in the layout, fill, tap and decap left out]
| cell type | n |
|---|---|
| sky130_fd_sc_hd__clkbuf_4 | 3 |
| sky130_fd_sc_hd__clkdlybuf4s50_1 | 9 |
| sky130_fd_sc_hd__buf_12 | 1 |
| sky130_fd_sc_hd__dlygate4sd2_1 | 1 |
| sky130_fd_sc_hd__inv_1 | 1 |
| sky130_fd_sc_hd__mux2_4 | 8 |
| sky130_fd_sc_hd__buf_2 | 8 |
| sky130_fd_sc_hd__dfrtp_1 | 8 |
| sky130_fd_sc_hd__buf_4 | 5 |
[routing by layer]
metal	part of all wire [%]	global-route usage, %	routed length, µm	up-vias
li1	-	-	-	112
met1	48	3.78	449	113
met2	45	3.85	415	11
met3	3.6	1.14	33	2
met4	2.9	1.23	27	0
met5	0	0	0	-
[cell type report]
cell class,instances,area [µm²]
Clock buffer,3,22.5
Inverter,1,3.75
Tap cell,46,57.6
Multi-Input combinational cell,8,120
Timing Repair Buffer,24,196
Sequential cell,8,200
Fill cell,381,2820
[logic make-up (layout without fill, tap and decap cells)]
logic type             count (synthesis)  in the layout  synth area share (%)
buffers and inverters                  2             28                  4.48
DFF                                    8              8                  59.7
muxes                                  8              8                  35.8
[what timing repair did]
| item | 4_1_cts | 5_1_grt |
|---|---|---|
| setup endpoints to repair | 16 | 0 |
| buffers inserted | 2 | 0 |
| resized | 25 | 0 |
[cell usage after synthesis]
| cell type | count | share of area [%] |
|---|---|---|
| sky130_fd_sc_hd__inv_1 | 1 | 1.1 |
| sky130_fd_sc_hd__mux2_4 | 8 | 36 |
| sky130_fd_sc_hd__dfrtp_1 | 8 | 60 |
| sky130_fd_sc_hd__buf_6 | 1 | 3.4 |
[report_power, final]
part	internal, mW	switching (mW)	leakage (nW)	total (mW)
registers	0.356	0.0156	0.0935	0.372
clock network	0.137	0.108	0.0138	0.246
logic	0.129	0.0392	0.177	0.168
[worst min-delay path by stage]
stage,slack (ps),endpoint,from,depth (start not counted)
after CTS,220,O[0],rst,2
after global routing,250,O[0],rst,2
final,210,O[3],rst,2
Power and IR drop assume default switching activity.
